File: run.sh
#!/bin/bash
# OpenROAD 26Q1-2900-gdf79404cd8, Yosys 0.63+post, stock flow scripts
make -C /OpenROAD-flow-scripts/flow DESIGN_CONFIG=/design/flow/config.mk WORK_HOME=/design/flow/orfs finish
File: config.mk
export PLATFORM = sky130hd
export DESIGN_NAME = ASYN_fifo
export DESIGN_NICKNAME = ASYN_fifo
export VERILOG_FILES = /design/flow/design.v
export SDC_FILE = /design/flow/constraint.sdc
export NUM_CORES = 4
export LEC_CHECK = 1
export CORE_UTILIZATION = 40
File: constraint.sdc
current_design ASYN_fifo

set clk_period 38.4
set clk_io_pct 0.2

create_clock -name clk0 -period $clk_period [get_ports {rclk}]
create_clock -name clk1 -period $clk_period [get_ports {wclk}]

set non_clock_inputs [all_inputs -no_clocks]
set_input_delay [expr $clk_period * $clk_io_pct] -clock clk0 $non_clock_inputs
set_output_delay [expr $clk_period * $clk_io_pct] -clock clk0 [all_outputs]
File: design.v
`timescale 1ns / 1ps
module ASYN_fifo
	#(
		parameter DATA_SIZE = 256,
		parameter ARRAY_SIZE = 3
	)
	(
		output [DATA_SIZE-1:0] rdata,
		output wfull,
		output rempty,
		input [DATA_SIZE-1:0] wdata,
		input winc, wclk, wrst_n,
		input rinc, rclk, rrst_n
	);
	wire [ARRAY_SIZE-1:0] waddr, raddr;
	wire [ARRAY_SIZE:0] wptr, rptr, wq2_rptr, rq2_wptr;
	sync_r2w #(ARRAY_SIZE) sync_r2w (.wq2_rptr(wq2_rptr), .rptr(rptr), .wclk(wclk), .wrst_n(wrst_n));
	sync_w2r #(ARRAY_SIZE) sync_w2r (.rq2_wptr(rq2_wptr), .wptr(wptr), .rclk(rclk), .rrst_n(rrst_n));
	fifomem #(DATA_SIZE, ARRAY_SIZE) fifomem (.rdata(rdata), .wdata(wdata), .waddr(waddr), .raddr(raddr), .wclken(winc), .wfull(wfull), .wclk(wclk));
	rptr_empty #(ARRAY_SIZE) rptr_empty (.rempty(rempty), .raddr(raddr), .rptr(rptr), .rq2_wptr(rq2_wptr), .rinc(rinc), .rclk(rclk), .rrst_n(rrst_n));
	wptr_full #(ARRAY_SIZE) wptr_full (.wfull(wfull), .waddr(waddr), .wptr(wptr), .wq2_rptr(wq2_rptr), .winc(winc), .wclk(wclk), .wrst_n(wrst_n));
endmodule
module fifomem 
	#(
		parameter DATA_SIZE = 256,
		parameter ARRAY_SIZE = 5
	)  
	(
		output [DATA_SIZE-1:0] rdata,
		input [DATA_SIZE-1:0] wdata,
		input [ARRAY_SIZE-1:0] waddr, raddr,
		input wclken, wfull, wclk
	);
	localparam DEPTH = 1<<ARRAY_SIZE;
	reg [DATA_SIZE-1:0] mem [0:DEPTH-1];
	assign rdata = mem[raddr];
	always @(posedge wclk)
		if (wclken && !wfull) mem[waddr] <= wdata;
endmodule
module rptr_empty 
	#(
		parameter ARRAY_SIZE = 5
	)
	(
		output reg rempty,
		output [ARRAY_SIZE-1:0] raddr,
		output reg [ARRAY_SIZE :0] rptr,
		input [ARRAY_SIZE :0] rq2_wptr,
		input rinc, rclk, rrst_n
	);
	reg [ARRAY_SIZE:0] rbin;
	wire [ARRAY_SIZE:0] rgraynext, rbinnext;
	always @(posedge rclk or negedge rrst_n)
		if (!rrst_n) {rbin, rptr} <= 0;
		else {rbin, rptr} <= {rbinnext, rgraynext};
	assign raddr = rbin[ARRAY_SIZE-1:0];
	assign rbinnext = rbin + (rinc & ~rempty);
	assign rgraynext = (rbinnext>>1) ^ rbinnext;
	assign rempty_val = (rgraynext == rq2_wptr);
	always @(posedge rclk or negedge rrst_n)
		if (!rrst_n) rempty <= 1'b1;
		else rempty <= rempty_val;
endmodule
module sync_r2w 
	#(
		parameter ARRAY_SIZE = 5
	)
	(
		output reg [ARRAY_SIZE:0] wq2_rptr,
		input [ARRAY_SIZE:0] rptr,
		input wclk, wrst_n
	);
	reg [ARRAY_SIZE:0] wq1_rptr;
	always @(posedge wclk or negedge wrst_n)
		if (!wrst_n) {wq2_rptr,wq1_rptr} <= 0;
		else {wq2_rptr,wq1_rptr} <= {wq1_rptr,rptr};
endmodule
module sync_w2r 
	#(
		parameter ARRAY_SIZE = 5
	)
	(
		output reg [ARRAY_SIZE:0] rq2_wptr,
		input [ARRAY_SIZE:0] wptr,
		input rclk, rrst_n
	);
	reg [ARRAY_SIZE:0] rq1_wptr;
	always @(posedge rclk or negedge rrst_n)
		if (!rrst_n) {rq2_wptr,rq1_wptr} <= 0;
		else {rq2_wptr,rq1_wptr} <= {rq1_wptr,wptr};
endmodule
module wptr_full 
	#(
		parameter ARRAY_SIZE = 5
	)
	(
		output reg wfull,
		output [ARRAY_SIZE-1:0] waddr,
		output reg [ARRAY_SIZE :0] wptr,
		input [ARRAY_SIZE :0] wq2_rptr,
		input winc, wclk, wrst_n
	);
	reg [ARRAY_SIZE:0] wbin;
	wire [ARRAY_SIZE:0] wgraynext, wbinnext;
	always @(posedge wclk or negedge wrst_n)
		if (!wrst_n) {wbin, wptr} <= 0;
		else {wbin, wptr} <= {wbinnext, wgraynext};
	assign waddr = wbin[ARRAY_SIZE-1:0];
	assign wbinnext = wbin + (winc & ~wfull);
	assign wgraynext = (wbinnext>>1) ^ wbinnext;
	assign wfull_val = (wgraynext=={~wq2_rptr[ARRAY_SIZE:ARRAY_SIZE-1],wq2_rptr[ARRAY_SIZE-2:0]});
	always @(posedge wclk or negedge wrst_n)
		if (!wrst_n) wfull <= 1'b0;
		else wfull <= wfull_val;
endmodule
==> deck_impl_summary.md <==
Key Metrics from the Run

Route
  – Routed vias/inst: 5.27
  – DRT iter0 DRCs: 1,807
  – Avg WL per Cell: 25.6 um
  – Wl on met1: 57,500 um
  – DR top layer: met5
  – Routed vias: 34,000
  – Post-Route WL: 165,000 um
  – Post-route antenna net violation count: 0
  – Met2 wire length: 83,900 um
  – Pre-Repair DR Iteration Count: 4
  – DR WL met3: 18,900 um
  – Drt drc: 0

Timing
  – TNS Setup: 0 ns
  – Layout Skew: 0.0236 ns
  – Fin. Hold Viols: 0
  – Final setup fails: 0
  – Setup WS post-layout: 24.32 ns
  – RSZ-0062 raised after global routing: no
  – Slew headroom: 44.8%
  – Worst-Margin Slew: 0.828 ns
  – Max Transition Viols Final: 0

Power and ir drop
  – Sequential share of power: 41.3%
  – Clock power frac: 28.3%
  – Leakage: 29.3 nW
  – Max VDD drop: 0.0000656 V
  – Sw Ratio: 26.6%
  – Logic pwr share: 30.4%
  – NetSw: 1.89 mW
  – Pwr/cell area: 76.1 nW/um2
  – Cell Int Power: 5.21 mW

Layout
  – Area Growth Syn to Fin: 19.3%
  – Non-filler cells, final: 6,451
  – Fraction of layout cells with a size suffix above 1: 29.9%
  – Commonest cells after routing, fill and taps aside: edfxtp_1, clkdlybuf4s50_1, mux4_2, mux2_2, clkbuf_16
  – Most frequent logic cell in the layout: edfxtp_1
  – Fillers: 15,200

Floorplan
  – Fp_density: 40.4%
  – Top Ports: 520
  – Number of cell rows: 161
  – Die area: 197,000 um2
  – Die width: 444 um
  – Die H: 444 um
  – CORE AREA: 193,000 um2

Setup path
  – CP arrival: 6.40 ns
  – Worst EP required: 30.72 ns
  – Setup crit start kind: register
  – Worst Setup End Kind: output pin
  – Crit path kind: reg -> out
  – Crit path max fanout: 36

Placed design
  – Hpwl dp: 94,000 um
  – Placed Cells: 6,052
  – Final Wtd Congestion: 0.797
  – Port Buf Inserts: 518
  – Pre-CTS setup slack: 24.29 ns

Status
  – Status: finished, final reports clean

GRT
  – First-pass GRT wire length: 245,000 um
  – Overall routing resource usage: 18.7%
  – Initial antenna violation count: 47
  – Grt total ovfl: 0
  – Vias in the first global route: 37,500
  – Largest net degree at the start of global routing: 112

Synth
  – Yosys stat area: 78,100 um2
  – Sequential share of the synthesized area: 79.8%
  – Synthesized area: 78,100 um2
  – Post-synthesis average cell area: 25.6 um2
  – Yosys Instances: 3,053
  – Dominant cell area share: 78.7%
  – Synthesized flop and latch total: 2,080
  – Top post-synthesis cells by area: edfxtp_1, mux4_2, mux2_2, dfrtp_1, buf_6
  – Cell type with the largest total area: edfxtp_1
  – YS warnings: 7
  – Cell Type Count: 26
  – Synthesized instance count: 3,053

Clocking
  – TritonCTS clock tree: built
  – Hold Buf Count CTS: 4
  – Post_cts resized: 0
  – Clock Pin Slew Worst Setup and Hold Paths: 0.06 ns
  – Clock Sinks: 2,080
  – # Post-CTS Setup Buffers: 0

Run
  – OpenROAD warnings: 31
  – Max-cap violations: 0

Worst hold path
  – HP Class: reg -> reg
==> cell families after synthesis <==
kind of cell | synth area share, %
xor+xnor | 0.224
mux | 18.5
simple gates | 0.183
buf+inv | 1.25
compound gates | 0.0609
fa+ha+maj | 0.0641
flops | 79.8
==> metal layers <==
layer  vias to the layer above  global-route usage, %
li1                      14600                      -
met5                         -                      0
met4                        52                   4.58
met1                     17400                   24.8
met2                      1673                   28.9
met3                       299                   10.2
==> critical path: stages, from the launching register on <==
cell             delay (ns)
dfrtp_4                0.84
buf_4                  0.70
buf_4                  0.64
buf_4                  0.54
buf_4                  0.59
buf_4                  0.63
buf_4                  0.69
mux4_2                 0.58
mux2_2                 0.29
clkdlybuf4s50_1        0.47
==> area by class of cell <==
class | count | area [um2] | share of cell area, %
sequential | 2080 | 62300 | 66.8
timing repair buffer | 622 | 6010 | 6.45
antenna | 16 | 40.0 | 0.0429
clock buffer | 265 | 5520 | 5.92
tap | 2526 | 3160 | 3.39
multi-input combinational | 828 | 14900 | 16.0
clock inverter | 114 | 1280 | 1.38
==> state kept, by name, indices dropped and copies added (netlist names) <==
register and cells:
fifomem.mem 2048, rptr_empty.rptr 4, sync_r2w.wq1_rptr 4, sync_r2w.wq2_rptr 4
sync_w2r.rq1_wptr 4, sync_w2r.rq2_wptr 4, wptr_full.wptr 4, rptr_empty.rbin 3
wptr_full.wbin 3, rptr_empty.rempty 1, wptr_full.wfull 1
==> cell usage after synthesis, drive strengths merged <==
cell / instances
nor4: 1
nand3: 3
nand2: 4
xnor2: 11
clkbuf: 37
a21boi: 1
mux4: 512
a211oi: 2
ha: 4
nand2b: 5
dfrtp: 31
or3: 1
xor2: 9
and4: 1
a21bo: 1
edfxtp: 2048
nor2: 7
o21ai: 1
buf: 108
mux2: 257
nor2b: 3
nor3: 3
dfstp: 1
a21oi: 2
==> per-stage QoR <==
stage | cell area [um2] | hold WS (ns) | total power, mW | utilization, %
after floorplan | 78100 | 0.331 | 4.34 | -
after CTS | 93200 | 0.186 | 7.23 | 48.2
after global routing | 93200 | 0.253 | 7.42 | 48.3
after detailed placement | 86300 | 0.335 | 5.19 | 44.7
after global placement | 86300 | 0.333 | 5.19 | 44.7
final | 93200 | 0.298 | 7.09 | 48.3
==> power by group through the flow <==
stage	Combinational [mW]	Clock, mW	Sequential, mW
4_1_cts	2.23	2.06	2.93
5_1_grt	2.32	2.15	2.96
6_report	2.16	2.01	2.93
==> final timing paths <==
check / slack [ns] / startpoint / cells after the start / endpoint
worst min register to register: 0.30 / rptr_empty.rptr[2] / 1 / sync_r2w.wq1_rptr[2]
min in group asynchronous: 7.29 / wrst_n / 1 / sync_r2w.wq2_rptr[2]
worst min-delay path: 0.30 / rptr_empty.rptr[2] / 1 / sync_r2w.wq1_rptr[2]
max in group clk1: 26.95 / winc / 9 / fifomem.mem[5][151]
min in group clk0: 0.34 / sync_w2r.rq1_wptr[1] / 0 / sync_w2r.rq2_wptr[1]
worst max-delay path: 24.32 / rptr_empty.rbin[0] / 9 / rdata[117]
worst max register to register: 33.91 / wptr_full.wfull / 8 / fifomem.mem[5][151]
max in group asynchronous: 30.01 / rrst_n / 1 / rptr_empty.rbin[2]
Power and IR drop assume default switching activity.
