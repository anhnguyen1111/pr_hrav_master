### config.mk
export PLATFORM = sky130hd
export DESIGN_NAME = pr_hrav_collector
export DESIGN_NICKNAME = pr_hrav_collector
export VERILOG_FILES = /design/flow/design.v
export SDC_FILE = /design/flow/constraint.sdc
export NUM_CORES = 4
export LEC_CHECK = 1
export CORE_AREA = 10 10 770 770
export DIE_AREA = 0 0 780 780
### constraint.sdc
current_design pr_hrav_collector

set clk_period 76.0
set clk_io_pct 0.2

create_clock -name clk0 -period $clk_period [get_ports {ACLK}]

set non_clock_inputs [all_inputs -no_clocks]
set_input_delay [expr $clk_period * $clk_io_pct] -clock clk0 $non_clock_inputs
set_output_delay [expr $clk_period * $clk_io_pct] -clock clk0 [all_outputs]
### design.v
module pr_hrav_collector 
#(
  parameter                              C_M_AXIS_DATA_WIDTH = 256,
  parameter                              C_S_AXIS_DATA_WIDTH = 256
  )
	(
	input	ACLK,
	input	ARESETN,
  input core_0_enb,
  input core_1_enb,
   output [C_M_AXIS_DATA_WIDTH-1:0]   M_AXIS_TDATA,
   output [((C_M_AXIS_DATA_WIDTH / 8)) - 1:0]    M_AXIS_TSTRB,
   output          M_AXIS_TVALID,
   output [127:0]  M_AXIS_TUSER,
   output          M_AXIS_TLAST,
   input           M_AXIS_TREADY,
   input   [C_S_AXIS_DATA_WIDTH-1:0]  CORE0_S_AXIS_TDATA,
   input   [((C_S_AXIS_DATA_WIDTH / 8)) - 1:0]   CORE0_S_AXIS_TSTRB,
   input           CORE0_S_AXIS_TVALID,
   input   [127:0] CORE0_S_AXIS_TUSER,
   input           CORE0_S_AXIS_TLAST,
   output          CORE0_S_AXIS_TREADY,
   input   [C_S_AXIS_DATA_WIDTH-1:0]  CORE1_S_AXIS_TDATA,
   input   [((C_S_AXIS_DATA_WIDTH / 8)) - 1:0]   CORE1_S_AXIS_TSTRB,
   input           CORE1_S_AXIS_TVALID,
   input   [127:0] CORE1_S_AXIS_TUSER,
   input           CORE1_S_AXIS_TLAST,
   output          CORE1_S_AXIS_TREADY,
   input   [C_S_AXIS_DATA_WIDTH-1:0]  ICAP_S_AXIS_TDATA,
   input   [((C_S_AXIS_DATA_WIDTH / 8)) - 1:0]   ICAP_S_AXIS_TSTRB,
   input           ICAP_S_AXIS_TVALID,
   input   [127:0] ICAP_S_AXIS_TUSER,
   input           ICAP_S_AXIS_TLAST,
   output          ICAP_S_AXIS_TREADY,
   input dbg_ctrl_0,
   input dbg_ctrl_1,
   input dbg_ctrl_2,
   input dbg_ctrl_3
	);
  localparam DAT_BW = C_M_AXIS_DATA_WIDTH+128+(C_M_AXIS_DATA_WIDTH/8) + 1;
  wire [2:0] dbuf_ready;
  wire [2:0] dbuf_valid;
  wire [DAT_BW-1:0] core0_data;
  wire [DAT_BW-1:0] core1_data;
  wire [DAT_BW-1:0] icap_data;
  pr_hrav_dbuf #(.DAT_BW(DAT_BW)) core0_dbuf(  
    .clk(ACLK), .rst_n(ARESETN),
    .vld_in(CORE0_S_AXIS_TVALID & core_0_enb),
    .data_in({CORE0_S_AXIS_TLAST, CORE0_S_AXIS_TUSER, CORE0_S_AXIS_TSTRB, CORE0_S_AXIS_TDATA}), 
    .ready_out(CORE0_S_AXIS_TREADY),
    .ready_in(dbuf_ready[0]), .vld_out(dbuf_valid[0]), .data_out(core0_data)
  );
  pr_hrav_dbuf #(.DAT_BW(DAT_BW)) core1_dbuf(  
    .clk(ACLK), .rst_n(ARESETN),
    .vld_in(CORE1_S_AXIS_TVALID & core_1_enb),
    .data_in({CORE1_S_AXIS_TLAST, CORE1_S_AXIS_TUSER, CORE1_S_AXIS_TSTRB, CORE1_S_AXIS_TDATA}), 
    .ready_out(CORE1_S_AXIS_TREADY),
    .ready_in(dbuf_ready[1]), .vld_out(dbuf_valid[1]), .data_out(core1_data)
  );
  pr_hrav_dbuf #(.DAT_BW(DAT_BW)) icap_dbuf(  
    .clk(ACLK), .rst_n(ARESETN),
    .vld_in(ICAP_S_AXIS_TVALID),
    .data_in({ICAP_S_AXIS_TLAST, ICAP_S_AXIS_TUSER, ICAP_S_AXIS_TSTRB, ICAP_S_AXIS_TDATA}), 
    .ready_out(ICAP_S_AXIS_TREADY),
    .ready_in(dbuf_ready[2]), .vld_out(dbuf_valid[2]), .data_out(icap_data)
  );
  localparam IDLE       = 3'b000;  
  localparam CORE0_PKT  = 3'b001;  
  localparam CORE1_PKT  = 3'b010;  
  localparam ICAP_PKT   = 3'b100;  
  reg [2:0] state, nxt_state;
  always @(posedge ACLK) begin
    if(~ARESETN)       state <= IDLE;
    else               state <= nxt_state;
  end
  reg [2:0]  gnt_sel;
  wire send_data, last_data;
  always @* begin
    nxt_state = state;
    case(state)
      IDLE: begin
        if (send_data & ~last_data) begin  
          nxt_state = ({3{gnt_sel[0]}} & CORE0_PKT) |
                      ({3{gnt_sel[1]}} & CORE1_PKT) |
                      ({3{gnt_sel[2]}} & ICAP_PKT);
        end
      end
      CORE0_PKT, CORE1_PKT, ICAP_PKT: nxt_state = (send_data & last_data) ? IDLE : state;
    endcase
  end
  reg [2:0] arb_pri_0, arb_pri_1, arb_pri_2;
  reg [2:0] nxt_arb_pri_0, nxt_arb_pri_1, nxt_arb_pri_2;
  always @(posedge ACLK) begin
    if(~ARESETN)  begin
      arb_pri_0 <= CORE0_PKT;  
      arb_pri_1 <= CORE1_PKT;  
      arb_pri_2 <= ICAP_PKT;   
    end
    else if (send_data) begin
      {arb_pri_0, arb_pri_1, arb_pri_2} <= {nxt_arb_pri_0, nxt_arb_pri_1, nxt_arb_pri_2};
    end
  end
  always @* begin
    nxt_arb_pri_0 = arb_pri_0;
    nxt_arb_pri_1 = arb_pri_1;
    nxt_arb_pri_2 = arb_pri_2;
    gnt_sel       = 3'b000;
    case (state)
    IDLE: begin
      if (|(arb_pri_0 & dbuf_valid[2:0])) begin  
        gnt_sel       = arb_pri_0;
        nxt_arb_pri_0 = arb_pri_1;
        nxt_arb_pri_1 = arb_pri_2;
        nxt_arb_pri_2 = arb_pri_0;
      end
      else if (|(arb_pri_1 & dbuf_valid[2:0])) begin  
        gnt_sel       = arb_pri_1;
        nxt_arb_pri_1 = arb_pri_2;
        nxt_arb_pri_2 = arb_pri_1;
      end
      else if (|(arb_pri_2 & dbuf_valid[2:0])) begin  
        gnt_sel       = arb_pri_2;
      end
    end
    CORE0_PKT: gnt_sel[0] = 1'b1;  
    CORE1_PKT: gnt_sel[1] = 1'b1;  
    ICAP_PKT:  gnt_sel[2] = 1'b1;  
    endcase
  end
  assign dbuf_ready = gnt_sel & {3{M_AXIS_TREADY}};
  wire [DAT_BW-1:0] sel_core0_data = dbg_ctrl_0 ? {core0_data[DAT_BW-1:24], 24'hA1B1C1} : core0_data;
  wire [DAT_BW-1:0] sel_core1_data = dbg_ctrl_1 ? {core1_data[DAT_BW-1:24], 24'hD2E2F2} : core1_data;
  wire [DAT_BW-1:0] sel_icap_data  = dbg_ctrl_2 ? {icap_data[DAT_BW-1:24],  24'hC3A3B3} : icap_data;
  assign {last_data, M_AXIS_TUSER, M_AXIS_TSTRB, M_AXIS_TDATA} = ({DAT_BW{gnt_sel[0]}} & sel_core0_data) |
                                                                 ({DAT_BW{gnt_sel[1]}} & sel_core1_data) |
                                                                 ({DAT_BW{gnt_sel[2]}} & sel_icap_data);
  assign M_AXIS_TLAST = last_data;
  wire [3:0] gnt_valid = (dbuf_valid & gnt_sel);
  assign M_AXIS_TVALID = |gnt_valid; 
  assign send_data = (|gnt_valid) & M_AXIS_TREADY;
endmodule
module	pr_hrav_dbuf  #(parameter DAT_BW=128)
  (
  input  wire                 clk,
  input  wire                 rst_n,
  input  wire                 vld_in,
  input  wire [DAT_BW-1:0]    data_in,
  output wire                 ready_out,
  input   wire                ready_in,
  output  wire			          vld_out,
  output  wire [DAT_BW-1:0]   data_out
  );
  parameter EMPTY = 2'b00,   
            HALF  = 2'b01,   
            FULL  = 2'b11;   
  reg [1:0] buf_state, nxt_buf_state;
  always @(posedge clk) begin
    if (~rst_n) buf_state <= EMPTY;
    else        buf_state <= nxt_buf_state;
  end
  always @*  begin
    nxt_buf_state = buf_state;  
    case (buf_state)
    EMPTY: begin
      if (vld_in) nxt_buf_state = HALF;  
    end
    HALF: begin
      if (vld_in && ~ready_in) nxt_buf_state = FULL;  
      else if (~vld_in && ready_in) nxt_buf_state = EMPTY;  
    end
    FULL: begin
      if (ready_in) nxt_buf_state = HALF;  
    end    
    endcase
  end
  reg buf_1_en, buf_2_en;
  reg buf_1_data_sel;
  always @* begin
    buf_1_en = 1'b0;         
    buf_2_en = 1'b0;         
    buf_1_data_sel = 1'b0;   
   case (buf_state)
    EMPTY: begin
      if (vld_in) buf_1_en = 1'b1;   
    end
    HALF: begin
      buf_2_en = 1'b1;                
      if (ready_in) buf_1_en = 1'b1;  
    end
    FULL: begin
      buf_1_data_sel = 1'b1;   
      if (ready_in) buf_1_en = 1'b1;  
    end    
    endcase    
  end
  reg [DAT_BW-1:0] buf_1, buf_2;
  always @(posedge clk) begin
    if (~rst_n)         buf_1 <= {DAT_BW{1'b0}};
    else if (buf_1_en)  buf_1 <= buf_1_data_sel ? buf_2 : data_in;
  end
  always @(posedge clk) begin
    if (~rst_n)         buf_2 <= {DAT_BW{1'b0}};
    else if (buf_2_en)  buf_2 <= data_in;
  end
  assign ready_out  = ~buf_state[1];  
  assign vld_out    = buf_state[0];   
  assign data_out   = buf_1;
endmodule
### run.sh
#!/bin/bash
# OpenROAD 26Q1-2900-gdf79404cd8, Yosys 0.63+post, stock flow scripts
make -C /OpenROAD-flow-scripts/flow DESIGN_CONFIG=/design/flow/config.mk WORK_HOME=/design/flow/orfs finish
==> run_results.csv <==
group,metric,value,unit
place,routabilityCongestion,0.9194,
logic_synthesis,yosys_area,105200,um2
floorplan,rows,279,
route,wire_per_inst,25.49,um
worst_setup_path,reg2regPathDepth,14,
global_route,first_global_vias,96980,
final_timing,min_period,32.87,ns
final_timing,max_freq,30.43,MHz
final_timing,fin_skew,0.07784,ns
worst_setup_path,end_kind,"primary output",
run,cap_violations,0,
logic_synthesis,ys_cells,13930,
route,first_iter_violations,9366,
place,io_buffers,1682,
global_route,antenna_found_initial,326,
final_timing,period_used_share,43.24,%
clock_tree,htreeDepth,5,
route,first_pass_iters,8,
final_timing,worst_pin_slew,1.040,ns
logic_synthesis,logic_family,"simple AND/OR/NAND/NOR gates",
logic_synthesis,yosys_warnings,2,
global_route,grt_pass1_wl,798.3,mm
floorplan,die_x,780,um
power_and_ir_drop,p_leak,49.35,nW
logic_synthesis,synth-edff-count,0,
floorplan,core_area,576300,um2
clock_tree,cts_hold_buffers,0,
route,vias,106600,
logic_synthesis,syn_area,105200,um2
power_and_ir_drop,switching_share,31.38,%
worst_setup_path,cpPeakStageDelay,0.74,ns
clock_tree,cts_buffers,293,
floorplan,fp_util,18.25,%
logic_synthesis,ys_sh_xor,0,%
hold_path,min_path_cells,2,
final_timing,hold_viol,0,
logic_synthesis,numSynthFlops,2520,
final_timing,holdWs,0.4180,ns
logic_synthesis,synth.distinct_cells,45,
floorplan,die_y,780,um
power_and_ir_drop,irDropWorstVdd,0.00002399,V
logic_synthesis,ys_top_cells_by_count,"nand2_1, dfxtp_1, nor2_1",
logic_synthesis,yosysTopAreaCell,"dfxtp_1",
worst_setup_path,cp.arrival,17.67,ns
power_and_ir_drop,pwr-share-seq,40.5,%
layout,syn2layout_area_growth,32.46,%
clock_tree,cts_max_path_buffers,4,
final_timing,setup_viol,0,
place,dp_hpwl,429.1,mm
logic_synthesis,syn_inst,13930,
route,ant_nets,0,
global_route,grt_max_degree,160,
logic_synthesis,ys_sh_aoi,21.58,%
power_and_ir_drop,comb_power_share,19.5,%
floorplan,io_pins,1684,
worst_setup_path,path_cells,"clkdlybuf4s50_1 > buf_4 > nor2b_4 > buf_4 > a22oi_1 > nand2_1 > clkdlybuf4s50_1",
power_and_ir_drop,clockPowerShare,40.0,%
worst_setup_path,start_kind,"input pin",
clock_tree,clock-root-buffer,"clkbuf_16",
logic_synthesis,mux_area_share,0.04759,%
final_timing,drv_slew,0,
logic_synthesis,topCellsByArea,"dfxtp_1, nand2_1, a311oi_1",
clock_tree,cts-resized-gates,0,
worst_setup_path,worstPathMaxFanout,14,
worst_setup_path,slowest_stage,"clkdlybuf4s50_1",
power_and_ir_drop,pwr_density_cell,26.47,nW/um2
global_route,overflow,0,
layout,final_area,139300,um2
floorplan,die_area,608400,um2
clock_tree,clk_pin_slew,0.06,ns
worst_setup_path,critical_path_class,"input pin to primary output",
logic_synthesis,top_area_share,47.97,%
logic_synthesis,synthArstFlopShare,0,%
logic_synthesis,most_common_cell,"nand2_1",
clock_tree,clock_sinks,2520,
run_status,status,"completed",
layout,drive_gt1_share,6.814,%
logic_synthesis,ys_seq_share,47.97,%
route,drt-vias-per-instance,4.636,
run,log.warning_count,60,
worst_setup_path,cp.required,60.80,ns
power_and_ir_drop,p_int,2.530,mW
clock_tree,worstSkewPairLatency,0.94,ns
place,place_area,129000,um2
logic_synthesis,adder_share,0,%
final_timing,max-slew-margin-rel,30.64,%
clock_tree,cts_tree,"built",
power_and_ir_drop,power.switching,1.157,mW
route,postRouteWirelength,586.5,mm
hold_path,min_path_type,"flip-flop to flip-flop",
logic_synthesis,avgSynthCellArea,7.548,um2
clock_tree,post-cts-setup-buffer-count,0,
route,drcViolationCount,0,
logic_synthesis,synth-simple-area-share,25.59,%
final_timing,rsz0062_at_grt,"false",
logic_synthesis,synth-main-ff-cell,"dfxtp_1",
global_route,grtUsageTotal,18.72,%
final_timing,setup_tns,0,ns
[sequential cells by signal (all words and copies together) (netlist names), 3 cells and up]
signal	cells
arb_pri_0	3
arb_pri_1	3
arb_pri_2	3
core0_dbuf.buf_1	417
core0_dbuf.buf_2	417
core1_dbuf.buf_1	417
core1_dbuf.buf_2	417
icap_dbuf.buf_1	417
icap_dbuf.buf_2	417
state	3
[power by group through the flow]
| stage | clock, mW | sequential, mW | combinational, mW |
|---|---|---|---|
| final | 1.48 | 1.49 | 0.719 |
| after global routing | 1.55 | 1.51 | 0.778 |
| after CTS | 1.50 | 1.49 | 0.725 |
[cells in the final DEF, fill, tap and decap left out, drive strengths merged, types with 2 or more instances in the layout]
cell	count
nand2	5839
dfxtp	2520
clkdlybuf4s50	1680
nor2	1265
a311oi	1256
a21oi	1255
clkbuf	426
a22oi	401
buf	254
diode	161
clkinv	49
o21ai	42
inv	23
nand3	22
bufinv	17
nor2b	8
a31oi	6
mux2i	5
clkinvlp	4
and2	4
a222oi	3
a21bo	3
a211oi	3
nor3	3
a22o	2
and3b	2
o31ai	2
o22a	2
nand2b	2
a31o	2
o32ai	2
[cells by family after synthesis]
logic type	Yosys count
flops	2520
mux	5
simple gates	7147
compound gates	2990
buf+inv	1269
[per-stage QoR]
step	std cells	setup slack [ns]	util, %	power [mW]
after floorplan	13930	44.91	-	1.822
after global placement	22330	43.01	22.38	2.235
after detailed placement	22330	43.01	22.38	2.242
after CTS	22840	42.99	24.10	3.721
after global routing	22960	42.88	24.15	3.836
final	23000	43.14	24.17	3.687
[worst max-delay path: cells and delay by family]
kind                   cells  cell delay (ns)
AOI/OAI and AO/OA          1             0.16
buffers and inverters      4             1.79
and+or+nand+nor            2             0.48
[worst paths after layout]
kind | startpoint | endpoint | slack, ns
worst max-delay path | dbg_ctrl_2 | M_AXIS_TDATA[2] | 43.14
worst min-delay path | core0_dbuf.buf_2[253]$_SDFFE_PN0P_ | core0_dbuf.buf_1[253]$_SDFFE_PN0P_ | 0.42
worst max register to register | core1_dbuf.buf_state[0]$_SDFFE_PN0P_ | icap_dbuf.buf_1[95]$_SDFFE_PN0P_ | 68.27
worst min register to register | core0_dbuf.buf_2[253]$_SDFFE_PN0P_ | core0_dbuf.buf_1[253]$_SDFFE_PN0P_ | 0.42
[final cells by class]
| cell class | instances | area (um2) |
|---|---|---|
| fillers | 61710 | 437000 |
| clock buffers | 426 | 8576 |
| inverters | 9 | 41.29 |
| clock inverters | 84 | 1326 |
| multi-input cells | 10140 | 49810 |
| diodes | 161 | 402.9 |
| repair buffers | 1934 | 19020 |
| flip-flops and latches | 2520 | 50450 |
| well taps | 7727 | 9668 |
[layer usage]
metal | share of wire (%) | track usage (%)
met5 | 0.21 | 0
met4 | 5.5 | 9.161
met3 | 13 | 9.260
met2 | 41 | 25.69
met1 | 40 | 24.46
Power is estimated from default activity; no workload was simulated.
